[flow/config.mk]
export PLATFORM = sky130hd
export DESIGN_NAME = decoder
export DESIGN_NICKNAME = decoder
export VERILOG_FILES = /design/flow/design.v
export SDC_FILE = /design/flow/constraint.sdc
export NUM_CORES = 4
export LEC_CHECK = 1
export CORE_UTILIZATION = 30
[flow/constraint.sdc]
current_design decoder

set clk_period 5.4
set clk_io_pct 0.2

create_clock -name clk0 -period $clk_period [get_ports {clk}]

set non_clock_inputs [all_inputs -no_clocks]
set_input_delay [expr $clk_period * $clk_io_pct] -clock clk0 $non_clock_inputs
set_output_delay [expr $clk_period * $clk_io_pct] -clock clk0 [all_outputs]
[flow/design.v]
module decoder(
    input [15:0] instruction,
    input Z_flag_in,
    input F_flag_in,
    input N_flag_in,
    input clk,
    input global_reset,
    output [7:0] Imm_8,
    input scan_en,
    input scan_in,
    output scan_out,
    output reg [15:0] Read_Addr_A,  
    output reg [15:0] Read_Addr_B,
    output reg [15:0] Write_Addr_reg,
    output reg Write_en,
    output reg CIN,
    output reg SEL_4,
    output reg SEL_1,
    output reg [1:0] SEL_2,
    output reg SEL_3,
    output reg [1:0] SEL_ALU,
    output reg [1:0] SEL_shifter,
    output reg [1:0] SEL31MUX,
    output reg SEL_inv_IMM,
    output reg CEB,
    output reg WEB,
    output reg bcond,
    output reg jcond,
    output reg jal,
    output reg [7:0] disp,
    output reg stall
);
reg [15:0] instr_reg;
reg [15:0] instr_next;
wire [3:0] opcode           = instr_reg[15:12];
wire [3:0] rdest            = instr_reg[11:8];
wire [3:0] opcode_extension = instr_reg[7:4];
wire [3:0] rsrc             = instr_reg[3:0];
wire [15:0] A_reg = 16'b1 << rsrc;
wire [15:0] B_reg = 16'b1 << rdest;
assign Imm_8 = instr_reg[7:0];
reg [3:0] ImmHi;
reg [3:0] ImmLo;
reg Z_flag_reg;
reg F_flag_reg;
reg N_flag_reg;
reg [15:0] Write_Addr;
assign scan_out = instr_next[15];
always @(*) begin
    if (global_reset) begin
        Read_Addr_A = 4'b0000;
        Read_Addr_B = 4'b0000;
        Write_Addr  = 4'b0000;
        Write_en    = 1'b0;
        CIN = 1'b0;
        SEL_1 = 1'b0;
        SEL_2 = 2'b00;
        SEL_3 = 1'b0;
        SEL_4 = 1'b0;
        SEL_ALU = 2'b00;
        SEL_shifter = 2'b00;
        SEL31MUX = 2'b00;
        SEL_inv_IMM = 1'b0;
        CEB = 1'b1;
        WEB = 1'b1;
        ImmHi = Imm_8[7:4];
        ImmLo = Imm_8[3:0];
        stall = 1'b0;
        bcond = 1'b0;
        jcond = 1'b0;
        jal = 1'b0;
    end 
        else begin
    Read_Addr_A = A_reg;
    Read_Addr_B = B_reg;
    end
    if (scan_en) begin
        instr_next = {instr_reg[14:0], scan_in};
        Read_Addr_A = 1'b0;
        Read_Addr_B = 1'b0;
        Write_Addr  = 1'b0;
        Write_en    = 1'b0;
        CIN = 1'b0;
        SEL_1 = 1'b0;
        SEL_2 = 2'b00;
        SEL_3 = 1'b0;
        SEL_4 = 1'b0;
        SEL_ALU = 2'b00;
        SEL_shifter = 2'b00;
        SEL31MUX = 2'b00;
        SEL_inv_IMM = 1'b0;
        CEB = 1'b1;
        WEB = 1'b1;
        ImmHi = Imm_8[7:4];
        ImmLo = Imm_8[3:0];
    end else begin
        instr_next = instruction;
    end
    case (opcode)
        4'b0000: begin
            Read_Addr_A = A_reg;
            Read_Addr_B = B_reg;
            Write_Addr  = B_reg;
            Write_en    = 1'b1;
            SEL_1       = 1'b0;
            SEL_4       = 1'b0;
            SEL_2       = 2'b00;
            SEL31MUX    = 2'b01;
            CIN         = 1'b0;
            case (opcode_extension)
                4'b0101 : SEL_ALU = 2'b00;  
                4'b1001: begin  
                    SEL_ALU = 2'b00;
                    SEL_2   = 2'b01;
                    CIN     = 1'b1;
                end
                4'b1011: begin  
                    SEL_ALU = 2'b00;
                    SEL_2   = 2'b01;
                    CIN     = 1'b1;
                    Write_en = 1'b0;
                end
                4'b1101: begin  
                    SEL_ALU = 2'b00;
                    SEL_1   = 1'b1;
                end
                4'b0001: SEL_ALU = 2'b01;  
                4'b0010: SEL_ALU = 2'b10;  
                4'b0011: SEL_ALU = 2'b11;  
                default: SEL_ALU = 2'b00;
            endcase
        end
        4'b0101, 4'b1001, 4'b0001, 4'b0010, 4'b0011, 4'b1011: begin
            Read_Addr_B = B_reg;
            Write_Addr  = B_reg;
            Write_en    = 1'b1;
            SEL_1       = 1'b0;
            SEL_4       = 1'b0;
            SEL_2       = 2'b10;
            SEL_inv_IMM = 1'b0;
            SEL31MUX    = 2'b01;
            CIN         = 1'b0;
            case (opcode)
                4'b0101: SEL_ALU = 2'b00;  
                4'b1001: begin  
                    SEL_ALU = 2'b00;
                    SEL_inv_IMM = 1'b1;
                    CIN = 1'b1;
                end
                4'b0001: SEL_ALU = 2'b01;  
                4'b0010: SEL_ALU = 2'b10;  
                4'b0011: SEL_ALU = 2'b11;  
                4'b1011: begin  
                    SEL_inv_IMM = 1'b1;
                    CIN = 1'b1;
                    Write_en = 1'b0;
                end
            endcase
        end
        4'b1101: begin
            Write_Addr = B_reg;
            Write_en    = 1'b1;
            SEL_1       = 1'b1;
            SEL_4       = 1'b0;
            SEL_2       = 2'b10;
            SEL_inv_IMM = 1'b0;
            SEL31MUX    = 2'b01;
            SEL_ALU     = 2'b00;
        end
        4'b1000: begin
            Read_Addr_A = A_reg;
            Read_Addr_B = B_reg;
            Write_en    = 1'b1;
            SEL_4       = 1'b0;
            SEL_3       = 1'b0;
            SEL31MUX    = 2'b10;
            casez(opcode_extension)
                4'b0100: SEL_shifter = 2'b00;  
                4'b000?: SEL_shifter = 2'b01;  
            endcase
        end
        4'b1111: begin
            Write_Addr  = B_reg;
            Write_en    = 1'b1;
            SEL_4       = 1'b0;
            SEL_inv_IMM = 1'b0;
            SEL_3       = 1'b1;
            SEL31MUX    = 2'b10;
            SEL_shifter = 2'b10;
        end
        4'b0100: begin
            case (opcode_extension)
                4'b0000: begin
                    Read_Addr_A = A_reg;
                    Write_Addr  = B_reg;
                    Write_en    = 1'b1;
                    SEL_4       = 1'b0;
                    SEL31MUX    = 2'b00;
                    CEB         = 1'b0;
                    WEB         = 1'b1;
                end
                4'b0100: begin
                    Read_Addr_A = A_reg;
                    Read_Addr_B = B_reg;
                    CEB         = 1'b0;
                    WEB         = 1'b0;
                    Write_en    = 1'b0;
                end
                4'b1000: begin
                    Write_en = 1'b1;
                    Write_Addr = B_reg;
                    SEL_4 = 1'b1;
                    jal = 1'b1;
                end
                4'b1100: begin
                    Write_en = 1'b0;
                    Read_Addr_A = A_reg;
                    jal = 1'b0;
                    case (instr_reg[11:8])
                        4'b0000: jcond = Z_flag_reg;
                        4'b0001: jcond = ~Z_flag_reg;
                        4'b1101: jcond = N_flag_reg | Z_flag_reg;
                        4'b0110: jcond = N_flag_reg;
                        4'b0111: jcond = ~N_flag_reg;
                        4'b1000: jcond = F_flag_reg;
                        4'b1001: jcond = ~F_flag_reg;
                        4'b1100: jcond = ~N_flag_reg & ~Z_flag_reg;
                        4'b1110: jcond = 1'b1;
                        4'b1111: jcond = 1'b0;
                        default: jcond = 1'b0;
                    endcase
                end
            endcase
        end
        4'b1100: begin
            case (instr_reg[11:8])
                4'b0000: bcond = Z_flag_reg;
                4'b0001: bcond = ~Z_flag_reg;
                4'b1101: bcond = N_flag_reg | Z_flag_reg;
                4'b0110: bcond = N_flag_reg;
                4'b0111: bcond = ~N_flag_reg;
                4'b1000: bcond = F_flag_reg;
                4'b1001: bcond = ~F_flag_reg;
                4'b1100: bcond = ~N_flag_reg & ~Z_flag_reg;
                4'b1110: bcond = 1'b1;
                4'b1111: bcond = 1'b0;
                default: bcond = 1'b0;
            endcase
            disp = instr_reg[7:0];
        end
    endcase
end
always @(posedge clk) begin
    if (global_reset) begin
        instr_reg <= 0;
        Z_flag_reg <= 0;
        F_flag_reg <= 0;
        N_flag_reg <= 0;
    end 
    else if (opcode == 0000 || opcode == 1011) begin
        Z_flag_reg <= Z_flag_in;
        F_flag_reg <= F_flag_in;
        N_flag_reg <= N_flag_in;
        instr_reg <= instr_next;
    end
    else begin
        instr_reg <= instr_next;
    end
end
always @(negedge clk) begin
    if (global_reset) begin
        Write_Addr_reg <= 0;
    end 
    else begin
        Write_Addr_reg <= Write_Addr;
    end
end
endmodule
[flow/run.sh]
#!/bin/bash
# OpenROAD 26Q1-2900-gdf79404cd8, Yosys 0.63+post, stock flow scripts
make -C /OpenROAD-flow-scripts/flow DESIGN_CONFIG=/design/flow/config.mk WORK_HOME=/design/flow/orfs finish
==> Slide: Implementation Results <==
Implementation Results

Clock network
  – CTS buffer count: 5
  – CTS hold repair buffers: 0
  – Clock Latency Late Sink: slightly below 0.3 ns
  – Htree depth: 2
  – Clk root buf: clkbuf_8
  – Post-CTS Resized: 0
  – CTS tree: done
  – CTS clk-pin slew, worst paths: 0.08 ns
  – Setup bufs post-CTS: 0
  – Clk buf depth: 2

Final layout
  – Most used logic cell in the final layout: clkdlybuf4s50_1
  – Logic area: about 1500 um^2
  – Register area: about 1300 um^2
  – Most numerous logic cells after layout: clkdlybuf4s50_1 (105), nor2_1 (66), dlxtn_1 (35), dfxtp_1 (35), inv_1 (25)
  – # fillers: about 970
  – Layout area overhead: 37.8%
  – Max reg flops: 32
  – Ratio of cells with drive above 1 in the final layout: between 4 and 5%

Status
  – Status: completed

Synth
  – Synth area leader: dfxtp_1
  – Synth logic family: simple AND/OR/NAND/NOR gates
  – Synth Register Bits: approximately 78
  – XOR-XNOR Cells, Area Fraction: 0.281%
  – Synth Area per Inst: about 8 um^2
  – Mux frac, synth: about 6.5%
  – Yosys Chip Area: roughly 3100 um^2
  – Main synth FF type: dlxtn_1
  – Max-area cell share: 22.5%
  – Post-synth cell types: about 54
  – Yosys cell count: about 380
  – Post-Syn Area: around 3100 um^2
  – Post-synth EDFFs: 0
  – Fa+ha+maj area frac: 0%
  – Simple share: a little over a quarter
  – Post-synth area hogs: dfxtp_1 (22%), dlxtn_1 (17%), nor2_1 (7.9%)
  – Complex Gates by Area: 15.8%
  – Async set or reset register ratio after synthesis: 0%
  – YS warnings: 29
  – Synthesized instance count: ~380

Placement
  – DP HPWL: around 6 mm
  – Placer Congestion: between 0.8 and 0.9
  – Buffers on Ports: ~110

Timing
  – Endpoints left unconstrained: around 70
  – Slew HR: about 40%
  – Worst Skew: 0.00394 ns
  – Final slew viol count: 0
  – Register pins left without a clock: roughly 43
  – Endpoints failing hold: 0
  – RSZ-0062 raised after global routing: no
  – Tightest Pin Transition: between 0.8 and 0.9 ns
  – Final setup violation count: 0
  – Sum Neg Setup Slack: 0 ns

Detailed routing
  – WL/cell: about 14 um
  – Vias per Instance: roughly 4.9
  – DRC: 0
  – Routed WL: between 8 and 9 mm
  – Routed Antenna Nets: 0
  – N_diodes: 0
  – DR iter-0 viols: about 170
  – Total iterations of the first detailed-routing run: 4
  – Total number of vias: ~3k

Worst setup path
  – Crit path capture type: primary output
  – Crit-path slowest cell: clkdlybuf4s50_1
  – Startpoint Class: register
  – Crit path from: Write_Addr_reg[12]$_DFF_N_
  – RR Startpoint: instr_reg[15]$_SDFF_PP0_
  – Max incr delay on CP: about 0.45 ns
  – Crit Path Class: register to primary output
  – Crit path DAT: roughly 3.8 ns
  – CP max FO: 1
  – CP Buf/Inv Count: 1
  – Worst-path cell chain: clkdlybuf4s50_1
  – Delay-heaviest family, CP: buffers and inverters
  – Critical Path RT: ~4.3 ns

Die
  – Core ar.: just under 10000 um^2
  – Die width: 104 um
  – Height of the chip: 104 um
  – Total die size: 10800 um^2
  – # rows: 36
  – I/O pin cnt: around 110
  – Starting Density: 31.5%

GRT
  – Pin count of the biggest net entering global routing: 33
  – Global Route Usage Sum: between 15 and 20%
  – Grt total ovfl: 0
  – Initial antenna violation count: 0
  – First-pass GRT wire length: between 10 and 15 mm
  – Vias in the first global route: approximately 2.7k

Hold path
  – Hold path startpoint: F_flag_reg$_SDFFE_PP0N_
  – HP Class: register to register

Run
  – Max cap viols: 0
  – Log Warnings: 41

Power
  – Total power draw: slightly below 0.0007 W
  – Pleak: ~1.7 nW
  – Pwr dens: 160 nW/um^2
  – VDD IR max: around 0.081 mV
-- metal layers --
layer,vias up,GRT usage [%],share of wire (%)
met2,109,24.9,45
li1,1486,-,-
met1,1332,26.2,47
met5,-,0,0
met4,0,2.55,1.8
met3,13,2.43,6.2
-- final timing paths --
kind	slack, ns	cells past startpoint	to
worst max-delay path	0.53	1	Write_Addr_reg[12]
worst min-delay path	0.53	2	F_flag_reg$_SDFFE_PP0N_
worst max register to register	3.33	4	F_flag_reg$_SDFFE_PP0N_
worst min register to register	0.53	2	F_flag_reg$_SDFFE_PP0N_
-- cell usage after synthesis (2+ instances only) --
cell	number
nor2_1	66
dfxtp_1	35
dlxtn_1	35
mux2i_1	19
nor2b_1	19
clkbuf_1	17
a21oi_1	16
nand2_1	14
nor3_1	13
nand3b_1	11
inv_1	10
o31ai_1	10
buf_1	9
buf_4	9
dlxtp_1	8
nand2b_1	8
o41ai_1	8
nand3_1	7
o21ai_0	7
a31oi_1	5
or2_2	5
buf_2	4
a21boi_0	3
a22o_1	3
and3_1	3
and3b_1	3
or4_1	3
a21o_1	2
nand4_1	2
or3_1	2
-- cell families (layout without fill, tap and decap cells) --
kind of cell / after synthesis / count (layout)
flip-flops: 35 / 35
AND-OR/OR-AND: 68 / 68
AND/OR/NAND/NOR: 162 / 162
latches: 43 / 43
buffers and inverters: 50 / 141
other: 1 / 1
multiplexers: 20 / 20
XOR/XNOR: 1 / 1
-- where the power goes --
group | total [W] | switching [W] | internal [W]
logic | 0.000149 | 0.0000714 | 0.0000779
registers | 0.000310 | 0.0000289 | 0.000281
clock network | 0.000230 | 0.000124 | 0.000106
-- stage by stage --
step / std cells / area [um^2] / setup slack, ns / util, % / hold WS (ns)
after CTS: 604 / 4300 / 0.517 / 43.4 / 0.537
after floorplan: 380 / 3120 / 0.589 / - / 0.476
final: 604 / 4300 / 0.532 / 43.4 / 0.532
after global routing: 604 / 4300 / 0.456 / 43.4 / 0.589
after detailed placement: 581 / 4160 / 0.877 / 42.0 / 0.518
after global placement: 581 / 4160 / 0.886 / 42.0 / 0.510
-- final cells by class --
cell class,count,share of cell area [%]
inverters,9,0.786
repair buffers,108,24.9
multi-input cells,252,35.8
clock inverters,17,1.51
well taps,133,3.87
clock buffers,7,1.78
flip-flops and latches,78,31.3
Power is estimated from default activity; no workload was simulated.
